===== constraint.sdc =====
current_design counter

set clk_period 1.9
set clk_io_pct 0.2

create_clock -name clk0 -period $clk_period [get_ports {clk}]

set non_clock_inputs [all_inputs -no_clocks]
set_input_delay [expr $clk_period * $clk_io_pct] -clock clk0 $non_clock_inputs
set_output_delay [expr $clk_period * $clk_io_pct] -clock clk0 [all_outputs]

===== design.v =====
module counter(
	input clk,
	input enable,
	input I,
	input reset,
	output reg[7:0] count);
	always @(posedge clk) begin
		if (reset) begin
			count <= 8'b0000_0000;
		end else if (enable && I) begin
			count <= count + 1;
		end	
	end
endmodule

===== config.mk =====
export PLATFORM = sky130hd
export DESIGN_NAME = counter
export DESIGN_NICKNAME = counter
export VERILOG_FILES = /design/flow/design.v
export SDC_FILE = /design/flow/constraint.sdc
export NUM_CORES = 4
export LEC_CHECK = 1
export CORE_AREA = 10 10 70 70
export DIE_AREA = 0 0 80 80

===== run.sh =====
#!/bin/bash
# OpenROAD 26Q1-2900-gdf79404cd8, Yosys 0.63+post, stock flow scripts
make -C /OpenROAD-flow-scripts/flow DESIGN_CONFIG=/design/flow/config.mk WORK_HOME=/design/flow/orfs finish

==> CHANGELOG.md <==
### Metrics

* Crit path kind: in2reg
* 1st-pass router iterations at 4
* IO Pins at 12
* N_diodes at 0
* Avg WL per Cell at around 9.2 µm
* Pleak at around 0.00016 µW
* PwrDens at between 500 and 600 mW/mm²
* Area grow syn2layout at 53.79%
* Largest net degree at the start of global routing at 9
* Largest fanout on the critical path at 6
* Pwr Total at around 320 µW
* CP arrival at roughly 1.7 ns
* CP max-delay cell: clkdlybuf4s50_1
* Clock transition at path regs at 0.05 ns
* Synth warn at 1
* Yosys cell count at approximately 40
* Std-Cell Rows at 21
* Die H at ~80 µm
* YS chip area at 346.6 µm²
* Biggest regs: count (8)
* Layout Cells excl Fill at between 90 and 100
* H-tree depth at 1
* Worst Hold Depth at 2
* Hold Crit Class: reg2reg
* Worst-margin pin slew at around 0.28 ns
* Slew headroom at between 80% and 90%
* RSZ-0062 raised after global routing: no
* Detail Route Antenna Nets at 0
* Clock sink count at 8
* Die Wd at 80 µm
* Total wire length at just over 900 µm
* Critical Path RT at between 2 and 2.5 ns
* Via count at about 350
* Placed wire-length estimate at about 740 µm
* Core area at between 0.003 and 0.004 mm²
* Final period utilization at between 80% and 90%
* Crit path largest cell delay at 0.54 ns
* Fin crit period at 1.545 ns
* Status: completed
* Post-route cell area at roughly 530 µm²
* Post-CTS sizing at 0
* Tot GR Track Use at under 10%
* Vias per cell at between 3 and 4
* Postcts setup bufs at 0
* Crit end category: register
* Root Buffer: clkbuf_4
* Max Cap Viol at 0
* DRC viols at 0
* Max reg flops at 8
* Crit path cell chain: clkdlybuf4s50_1, nand4_2, or4_1, a21oi_1
* Wire length of the first global-routing pass at 1.511 mm
* Number of CTS-inserted buffers at 3
* Grt ovf at 0
* Syn Area/Cell at ~8.7 µm²
* Area of the mapped netlist at between 300 and 400 µm²
* Post-Syn Instances at 40
* Worst hold margin at 0.4829 ns
* Die area at ~0.0064 mm²
* Dpl cells at around 96
* Clk_skew at 0.0003765 ns
* Stage-log warning count at 25
* Layout cells sized above 1 at 11.32%
* Sequential-to-total area share from yosys stat at between 40% and 50%
* Clk buf depth at 2
* I/O Buffers at 11
* Starting DRT DRC Count at 12
* Post-CTS Hold Buffers at 0
* Initial Util at 10.15%
* Yosys cell types at 17
* Seq cells post-synth at 8
* CTS tree: yes
* Max-slew violations at 0
* Fmax achieved at 0.6472 GHz
* Largest reg by FF count: count
* Final Setup Violations at 0
* Worst R2R Path Depth at 4
* Fin. Hold Viols at 0
* Worst vdd ir at 0.2736 mV
* Area after DPL at ~500 µm²
* Critical Path Start Type: input pin
* Clk latency late pin at between 0.2 and 0.25 ns
* Vias in the first global route at 338
* Final total negative setup slack at 0 ns
* Initial antenna violation count at 0
* Gpl congestion at between 0.7 and 0.8
placed cells by master (no fill, tap or decap), drive strengths merged:
| master | n |
|---|---|
| o21ai | 4 |
| or3 | 4 |
| o31ai | 1 |
| a21oi | 6 |
| nand4 | 2 |
| clkdlybuf4s50 | 11 |
| xor2 | 1 |
| or4 | 1 |
| clkbuf | 3 |
| nand3 | 3 |
| inv | 2 |
| dfxtp | 8 |
| nand2 | 3 |
| xnor2 | 1 |
| ha | 1 |
| nor2 | 2 |
worst max-delay path, delay by kind of cell:
kind / cells / cell delay [ns]
compound gates: 1 / 0.14
simple gates: 2 / 0.66
buf+inv: 1 / 0.54
cell families (layout without fill, tap and decap cells):
| kind of cell | count (synthesis) | count (layout) | share of synthesized area (%) |
|---|---|---|---|
| xor gates and xnor gates | 2 | 2 | 5.055 |
| AOI/OAI and AO/OA | 11 | 11 | 16.61 |
| adders and majority gates | 1 | 1 | 3.610 |
| DFF | 8 | 8 | 46.21 |
| buffers and inverters | 3 | 16 | 3.249 |
| and+or+nand+nor | 15 | 15 | 25.27 |
report_power, final:
part / total, µW / internal, µW / switching, µW
Combinational: 21.9 / 12.8 / 9.08
Sequential: 174 / 171 / 3.36
Clock: 123 / 71.8 / 51.5
Total: 319 / 256 / 63.9
metrics by stage:
stage,setup WS [ns],util [%]
3_3_place_gp,0.1312,14.95
6_report,0.3549,15.60
2_1_floorplan,0.7308,-
4_1_cts,0.3447,15.60
3_5_place_dp,0.09747,14.95
5_1_grt,0.2853,15.60
per-layer routing:
metal,vias up,GRT usage (%),wire [µm]
met5,-,0,0
li1,172,-,-
met3,0,1.932,90
met2,19,4.414,377
met4,0,0.1761,0
met1,155,3.820,438
area by class of cell:
| cell class | count | area, µm² |
|---|---|---|
| sequential | 8 | 160.2 |
| multi-input combinational | 29 | 175.2 |
| tap | 46 | 57.56 |
| fill | 404 | 2883 |
| inverter | 2 | 7.507 |
| timing repair buffer | 11 | 110.1 |
| clock buffer | 3 | 22.52 |
cells in the mapped netlist:
| library cell | number | share of area, % |
|---|---|---|
| nand4_2 | 1 | 3.6 |
| nand3_1 | 3 | 4.3 |
| o21ai_0 | 4 | 5.8 |
| a21oi_1 | 6 | 8.7 |
| xnor2_1 | 1 | 2.5 |
| xor2_1 | 1 | 2.5 |
| or3_2 | 2 | 4.3 |
| nor2_1 | 2 | 2.2 |
| ha_1 | 1 | 3.6 |
| buf_1 | 1 | 1.1 |
| nand4_1 | 1 | 1.8 |
| inv_1 | 2 | 2.2 |
| or4_1 | 1 | 2.2 |
| dfxtp_1 | 8 | 46 |
| o31ai_1 | 1 | 2.2 |
| or3_1 | 2 | 3.6 |
| nand2_1 | 3 | 3.2 |
final timing paths:
| kind | startpoint | end | slack, ns |
|---|---|---|---|
| worst max register to register | count[0] | count[6] | 0.57 |
| worst max-delay path | enable | count[7] | 0.35 |
| worst min-delay path | count[7] | count[7] | 0.48 |
| worst min register to register | count[7] | count[7] | 0.48 |
Power is estimated from default activity; no workload was simulated.
